==> flow/design.v <==
module Ula(
    input [31:0] w_rd1SrcA,w_SrcB,
    input [2:0] ULAControl,
    output Z,
    output [31:0] ULAResult			
);
always @(*)
	begin
	case(ULAControl)
		3'b000: ULAResult = w_rd1SrcA + w_SrcB;
		3'b001: ULAResult = w_rd1SrcA + ~w_SrcB + 1 ;  
		3'b010: ULAResult = w_rd1SrcA & w_SrcB;
		3'b011: ULAResult = w_rd1SrcA | w_SrcB;
		3'b101: ULAResult = (w_rd1SrcA < w_SrcB) ? 32'b1 : 32'b0;
		default: ULAResult = 32'b0;
		endcase
	Z = (ULAResult == 32'b0) ? 1: 0;
	end
endmodule
==> flow/run.sh <==
#!/bin/bash
# OpenROAD 26Q1-2900-gdf79404cd8, Yosys 0.63+post, stock flow scripts
make -C /OpenROAD-flow-scripts/flow DESIGN_CONFIG=/design/flow/config.mk WORK_HOME=/design/flow/orfs finish
==> flow/config.mk <==
export PLATFORM = sky130hd
export DESIGN_NAME = Ula
export DESIGN_NICKNAME = Ula
export VERILOG_FILES = /design/flow/design.v
export SDC_FILE = /design/flow/constraint.sdc
export NUM_CORES = 4
export LEC_CHECK = 1
export CORE_UTILIZATION = 30
==> flow/constraint.sdc <==
current_design Ula

set clk_period 14.1
set clk_io_pct 0.2

create_clock -name clk0 -period $clk_period

set non_clock_inputs [all_inputs -no_clocks]
set_input_delay [expr $clk_period * $clk_io_pct] -clock clk0 $non_clock_inputs
set_output_delay [expr $clk_period * $clk_io_pct] -clock clk0 [all_outputs]
==> changes_impl.md <==
## Flow update

- Time the worst path needs with I/O delays and setup: 10.06 ns
- F_max: 99.43 MHz
- Count of different cell masters after synthesis: between 80 and 90
- Final routed wirelength across all metal layers: around 20,000 um
- Instance area after placement: around 6600 um2
- Min-Delay Endpoint: ULAResult[26]
- Final number of hold-violating endpoints: 0
- Summed instance area of the synthesized netlist: 5532 um2
- Core Footprint: ~18,000 um2
- Transition time of the tightest slew-check pin: 0.9719 ns
- Core Util at FP: 0.3069
- Chip area in the Yosys report: between 5000 and 6000 um2
- Proportion of layout cells with a drive suffix above 1: 0.04540
- Worst Setup Start Kind: primary input
- Max rail drop VDD: about 15 uV
- Worst hold path type: in -> out
- Number of standard cells after synthesis: slightly above 800
- Worst max-slew margin expressed relative to the limit: 0.3520
- Remaining global-route overflow: 0
- Cell row count: ~49
- Element type at the critical path end: output port
- Number of remaining DRC errors: 0
- Post-detailed-route count of antenna-violating nets: 0
- Post-CTS sizing: 0
- Outcome: completed
- Startpoint of the worst hold path: ULAControl[2]
- Yosys synthesis warning count: 8
- Sequential cell area: 0 um2
- Number of DRC violations after detailed-routing iteration 0: ~550
- Initial antenna violation count: 0
- Final HPWL from detailed placement: roughly 16,000 um
- Average detailed-routed wire length per instance: around 18 um
- Via count: roughly 6,300
- Clock buffers: 0
- CP Class: in -> out
- Required time of the critical path: roughly 11 ns
- Flops: 0
- Total global-route track usage: 0.2140
- Stage-log warning count: approximately 100
- Sequential cell area fraction in the yosys report: 0
- Cell area power density: approximately 40 nW/um2
- Design area: about 6600 um2
- Unrepaired setup endpoints after global routing: no
- Worst hold margin: between 6 and 7 ns
- Number of buffers inserted by post-CTS setup repair: 0
- Pins over their slew limit: 0
- Die footprint: approximately 19,000 um2
- Placer congestion estimate: approximately 0.96
- Boundary pin count: about 100
- Maximum number of pins on one net before global-route repair: about 60
- Number of failing setup endpoints in the final timing report: 0
- Accumulated negative setup slack: 0 ns
- Die height: approximately 140 um
- DIE WIDTH: ~140 um
- Synthesized area per cell: 6.673 um2
- Final antenna diode count: 0
- Arrival time of the worst setup path: ~7.2 ns
- Static leakage: 2.807 nW
- Reported max-cap violation count: 0
- CTS hold repair buffers: 0
- Min-Delay Path Depth: 3
- Cell count listed in synth_stat.txt: 829
- Number of buffers inserted by port buffering: ~100
- Final period utilization: 0.7133
- Pre-antenna DRT Iters: 5
- Wire length of the first global-routing pass: approximately 31,000 um
- Number of vias per cell after detailed routing: approximately 5.7
- Synthesis-to-finish area growth: 19.07%
- Number of global-route vias before repair: slightly below 6,000
- Critical path fanouts, max: 4
==> metrics by stage <==
stage / cells / utilization / worst slack, ns / power, W
floorplan: 829 / - / 5.839 / 0.0001698
global placement: 1110 / 0.3654 / 4.077 / 0.0002641
detailed placement: 1110 / 0.3654 / 4.107 / 0.0002616
CTS: 1110 / 0.3654 / 4.101 / 0.0002633
global route: 1110 / 0.3654 / 3.732 / 0.0002922
finish: 1110 / 0.3654 / 4.043 / 0.0002662
==> per-layer routing <==
metal	share of wire	wire, um	GRT usage	vias up
li1	-	-	-	3115
met1	0.47	9311	0.3199	2836
met2	0.43	8620	0.3275	291
met3	0.073	1445	0.01727	40
met4	0.027	542	0.05676	0
met5	0	0	0	-
==> power breakdown <==
part | switching (W) | leakage [nW] | internal, W | total [W]
sequential | 0 | 0 | 0 | 0
combinational | 0.000155 | 2.81 | 0.000111 | 0.000266
clock | 0 | 0 | 0 | 0
==> worst max path at each step <==
stage / slack, ns / start / to
4_1_cts: 4.10 / w_SrcB[0] / Z
5_1_grt: 3.73 / w_rd1SrcA[11] / Z
6_report: 4.04 / w_SrcB[0] / Z
==> cells by family (layout without fill, tap and decap cells) <==
family                   Yosys count  count (layout)  share of synthesized area
multiplexers                       5               5                   0.009274
adder cells (fa/ha/maj)          103             103                     0.2357
AND-OR/OR-AND                    306             306                     0.3843
XOR/XNOR                          26              26                    0.04117
AND/OR/NAND/NOR                  241             241                     0.2178
buffers and inverters            148             200                     0.1117
==> critical path, cell delays in order <==
cell                              delay (ns)
sky130_fd_sc_hd__clkdlybuf4s50_1        0.47
sky130_fd_sc_hd__ha_1                   0.28
sky130_fd_sc_hd__fa_1                   0.43
sky130_fd_sc_hd__a211oi_2               0.29
sky130_fd_sc_hd__o21ai_1                0.19
sky130_fd_sc_hd__a311oi_1               0.31
sky130_fd_sc_hd__a21o_1                 0.26
sky130_fd_sc_hd__a21oi_1                0.14
sky130_fd_sc_hd__o311ai_1               0.49
sky130_fd_sc_hd__mux2i_1                0.26
sky130_fd_sc_hd__o211ai_1               0.15
sky130_fd_sc_hd__nor4_1                 0.29
sky130_fd_sc_hd__nand2_1                0.17
sky130_fd_sc_hd__nor4_2                 0.17
sky130_fd_sc_hd__clkdlybuf4s50_1        0.50
==> cell type report <==
class / count / area, um2
Fill cell: 1984 / 11440
Multi-Input combinational cell: 681 / 4913
Timing Repair Buffer: 104 / 1026
Inverter: 96 / 360.3
Tap cell: 229 / 286.5
==> synth_stat cells, types with 5 or more instances <==
cell	count	share of area
sky130_fd_sc_hd__nand2_1	68	0.046
sky130_fd_sc_hd__a31oi_1	12	0.014
sky130_fd_sc_hd__o211ai_1	24	0.033
sky130_fd_sc_hd__a221oi_1	5	0.0079
sky130_fd_sc_hd__clkbuf_1	22	0.015
sky130_fd_sc_hd__nor2b_1	12	0.014
sky130_fd_sc_hd__inv_2	5	0.0034
sky130_fd_sc_hd__buf_4	5	0.0068
sky130_fd_sc_hd__o21bai_1	8	0.011
sky130_fd_sc_hd__nand2b_1	10	0.011
sky130_fd_sc_hd__o21a_1	14	0.019
sky130_fd_sc_hd__o21ai_0	42	0.038
sky130_fd_sc_hd__xor2_1	5	0.0079
sky130_fd_sc_hd__nor4_1	10	0.011
sky130_fd_sc_hd__a21o_1	17	0.023
sky130_fd_sc_hd__a311oi_1	5	0.0079
sky130_fd_sc_hd__inv_1	91	0.062
sky130_fd_sc_hd__a21oi_1	66	0.060
sky130_fd_sc_hd__xnor2_1	21	0.033
sky130_fd_sc_hd__nand4_1	12	0.014
sky130_fd_sc_hd__o22ai_1	15	0.017
sky130_fd_sc_hd__o31ai_1	13	0.018
sky130_fd_sc_hd__buf_1	5	0.0034
sky130_fd_sc_hd__o21ai_1	10	0.0090
sky130_fd_sc_hd__ha_1	101	0.23
sky130_fd_sc_hd__nor3_1	18	0.016
sky130_fd_sc_hd__nand3_1	14	0.013
sky130_fd_sc_hd__o221ai_1	5	0.0079
sky130_fd_sc_hd__nor2_1	67	0.045
sky130_fd_sc_hd__buf_2	17	0.015
sky130_fd_sc_hd__a211oi_1	13	0.018
==> placed cells by master (no fill, tap or decap), types with 10 or more instances in the layout <==
cell                              Yosys  routed
sky130_fd_sc_hd__o21a_1              14      14
sky130_fd_sc_hd__inv_1               91      91
sky130_fd_sc_hd__nor2_1              67      67
sky130_fd_sc_hd__a211oi_1            13      13
sky130_fd_sc_hd__o211ai_1            24      24
sky130_fd_sc_hd__o21ai_0             42      42
sky130_fd_sc_hd__a31oi_1             12      12
sky130_fd_sc_hd__o22ai_1             15      15
sky130_fd_sc_hd__clkdlybuf4s50_1      0      99
sky130_fd_sc_hd__nor3_1              18      18
sky130_fd_sc_hd__ha_1               101     101
sky130_fd_sc_hd__nor4_1              10      10
sky130_fd_sc_hd__nand4_1             12      12
sky130_fd_sc_hd__o31ai_1             13      13
sky130_fd_sc_hd__a21oi_1             66      66
sky130_fd_sc_hd__nand3_1             14      14
sky130_fd_sc_hd__nand2_1             68      68
sky130_fd_sc_hd__xnor2_1             21      21
sky130_fd_sc_hd__o21ai_1             10      10
sky130_fd_sc_hd__nand2b_1            10      10
sky130_fd_sc_hd__a21o_1              17      17
sky130_fd_sc_hd__nor2b_1             12      12
Power is estimated from default activity; no workload was simulated.
